**flow/run.sh**
```bash
#!/bin/bash
# OpenROAD 26Q1-2900-gdf79404cd8, Yosys 0.63+post, stock flow scripts
make -C /OpenROAD-flow-scripts/flow DESIGN_CONFIG=/design/flow/config.mk WORK_HOME=/design/flow/orfs finish
```
**flow/constraint.sdc**
```tcl
current_design mod_RF

set clk_period 26.3
set clk_io_pct 0.2

create_clock -name clk0 -period $clk_period [get_ports {clk}]

set non_clock_inputs [all_inputs -no_clocks]
set_input_delay [expr $clk_period * $clk_io_pct] -clock clk0 $non_clock_inputs
set_output_delay [expr $clk_period * $clk_io_pct] -clock clk0 [all_outputs]
```
**flow/design.v**
```verilog
module mod_RF(input clk, input reset, input [31:0] pc,
    input [4:0] iRSNum, output [31:0] oRSData,
    input [4:0] iRTNum, output [31:0] oRTData,
    input iWrEnable, input [4:0] iWrNum, input [31:0] iWrData
);
    reg [31:0] regs [0:31];
    assign oRSData = regs[iRSNum];
    assign oRTData = regs[iRTNum];
    integer i;
    always @(posedge clk) begin
        if (reset)
            for (i=0; i<32; i=i+1)
                regs[i] <= 0;
        else
        if (iWrEnable && iWrNum != 0) begin
            regs[iWrNum] <= iWrData;
        end
    end
endmodule
```
**flow/config.mk**
```make
export PLATFORM = sky130hd
export DESIGN_NAME = mod_RF
export DESIGN_NICKNAME = mod_RF
export VERILOG_FILES = /design/flow/design.v
export SDC_FILE = /design/flow/constraint.sdc
export NUM_CORES = 4
export LEC_CHECK = 1
export CORE_UTILIZATION = 40
```
==> impl_metrics.ini <==
; yosys + openroad results
[setup_path]
start_kind = input port
required_ns = 21.04
path_class = in2out
path_buffers = 7
critical-path-max-stage-delay_ns = 0.76
critPathTopFamily = buffers and inverters
path_cells = buf_8 -> buf_4 -> buf_4 -> buf_4 -> buf_12 -> buf_4 -> mux2i_1 -> a22oi_1 -> a31oi_1 -> nand3_1 -> clkdlybuf4s50_1
worstSetupEndpointType = output pin
arrival_ns = 10.80
cpMostUsedCell = buf_4
crit_fanout = 95
cpMaxStageDelayCell = buf_4

[routing]
routed_wl_um = 185000
firstDrtPassIters = 6
drt_iter0_markers = 2100
drcViolationCount = 0
wl_per_cell_um = 28.4
ant_nets = 0
routed_via_density = 5.71
vias = 37200

[flow_run]
warnings = 58
cap_viol_max_count = 0

[clocking]
cts_sinks = 1024
postCtsSetupBuffers = 0
cts_buffer_depth = 3
root_buffer = clkbuf_16
cts_hold_buf = 0
ctsResizeCount = 0
cts_tree = built
numCtsBuffers = 114
clkTransAtPathRegs_ns = 0.06
htreeDepth = 3

[sta]
fmax_mhz = 62.3
fin_crit_ns = 16.06
finalHoldViolCount = 0
worst_slew_pin_slew_ns = 0.943
drv_slew = 0
grt_setup_unrepaired = false
hold_slack_ns = 5.17
slew_headroom_pct = 37.0
layout_worst_path_cycle_share_pct = 61.1
setup_violations = 0
fin_tns_setup_ns = 0

[logic_synthesis]
yosysWarnings = 1
yosysChipArea_um2 = 55900
synthesis.area_um2 = 55900
synth_flops = 1024
ys_cells = 4605
postSynthAreaPerCell_um2 = 12.1
netlist_instances = 4605
ys_types = 29
ys_seq_share_pct = 55.0

[power_and_ir_drop]
power.density_nw_per_um2 = 62.4
ir_drop_uv = 52.4
power_mw = 3.88
p_leak_nw = 23.9

[layout]
finalNonFillerCells = 6513
drive_gt1_share_pct = 7.80
area_growth_pct = 11.1
largest_reg_flops = 1024
largestRegisters = regs: 1024 flops
final_util_pct = 45.0
largest_register = regs

[die]
rows = 136
dieArea_um2 = 141000
die_y_um = 376
core_area_um2 = 138000
fp_util_pct = 40.5
io_pins = 146
fp.dieW_um = 376

[hold_path]
holdPathStages = 2
min_to = regs[0][31]
holdCritPathClass = in2reg
hold_start = reset

[global_route]
grt_pass1_vias = 37600
grt-ovfl-total = 0
grt_pass1_wl_um = 262000
grtUsageTotal_pct = 27.9
grt_max_degree = 99
antenna_found_initial = 5

[status]
status = completed

[placement]
port_buffers = 113
dp_cells = 6306
gp_congestion = 0.865
dp_hpwl_um = 101000
==> power breakdown <==
group          internal (mW)  switching, mW  leakage [nW]
Sequential              1.89         0.0411          9.75
Combinational          0.170          0.293          12.5
Clock                  0.832          0.654          1.63
Total                   2.89          0.988          23.9
==> worst max-delay path by stage <==
stage         depth (start not counted)      start          end
CTS                                  12  iRTNum[1]  oRTData[31]
global route                         12  iRTNum[1]   oRTData[0]
finish                               11  iRTNum[1]  oRTData[30]
==> logic make-up (layout without fill, tap and decap cells) <==
group | Yosys count | after routing | share of synthesized area [%]
buffers and inverters | 446 | 453 | 3.90
AOI/OAI and AO/OA | 576 | 576 | 7.02
and+or+nand+nor | 1534 | 1534 | 15.7
DFF | 1024 | 1024 | 55.0
muxes | 1024 | 1024 | 18.3
other | 1 | 39 | 0.00671
==> through the flow <==
stage | area [µm²] | setup slack [ns]
floorplan | 56000 | 14.66
global placement | 58700 | 10.26
detailed placement | 58700 | 10.25
CTS | 62100 | 10.25
global route | 62100 | 10.05
finish | 62100 | 10.24
==> layer usage <==
layer	global-route usage, %	vias up	share of wire [%]	wire length [µm]
li1	-	16800	-	-
met1	35.4	17900	37	67700
met2	40.5	2147	45	83200
met3	17.6	343	15	27700
met4	7.89	8	3.3	6110
met5	1.58	-	0.18	334
==> synthesized netlist by cell type <==
cell type	n	area share, %
nor3_1	64	0.57
nor2_2	5	0.056
clkbuf_1	224	1.5
nand2_1	196	1.3
a22o_1	128	2.0
or3_1	2	0.022
a31oi_1	64	0.72
a21oi_1	192	1.7
and2_1	994	11
or3b_4	2	0.040
nand3b_1	3	0.040
nor2_4	7	0.14
mux2i_1	1024	18
edfxtp_1	1024	55
a22oi_1	192	2.6
clkbuf_4	7	0.094
or2_2	33	0.37
nand3b_2	1	0.020
conb_1	1	0.0067
buf_4	63	0.85
clkbuf_2	8	0.072
nand3_2	1	0.018
nand2b_1	5	0.056
buf_2	112	1.0
nor2b_1	5	0.056
nand3_1	193	1.7
buf_6	12	0.24
nor2_1	23	0.15
buf_1	20	0.13
==> cells in the final DEF, fill, tap and decap left out, drive strengths merged <==
| master | instances |
|---|---|
| clkdlybuf4s50 | 110 |
| clkinv | 42 |
| a22o | 128 |
| nor2 | 35 |
| or3 | 2 |
| clkinvlp | 4 |
| nor3 | 64 |
| nand2 | 196 |
| nor2b | 5 |
| buf | 143 |
| clkbuf | 148 |
| nand3 | 194 |
| bufinv | 4 |
| a21oi | 192 |
| conb | 32 |
| a22oi | 192 |
| or3b | 2 |
| and2 | 994 |
| nand2b | 5 |
| nand3b | 4 |
| diode | 7 |
| edfxtp | 1024 |
| a31oi | 64 |
| or2 | 33 |
| mux2i | 1024 |
| inv | 2 |
==> final cells by class <==
class	count	area, µm²
clock buffers	148	2980
flip-flops and latches	1024	30700
fillers	12000	75900
repair buffers	253	2270
well taps	1863	2330
clock inverters	52	425
diodes	7	17.5
multi-input cells	3166	23300
Power and IR drop assume default switching activity.
