===== design.v =====
`timescale 1ns / 1ps
module TC(
    input clk,
    input reset,
    input [31:2] Addr,
    input WE,
    input [31:0] Din,
    output [31:0] Dout,
    output IRQ
    );
	reg [1:0] state;
	reg [31:0] mem [2:0];
	reg _IRQ;
	assign IRQ = mem[0][3] & _IRQ; 
	assign Dout = mem[Addr[3:2]];
	wire [31:0] load = (Addr[3:2] == 0) ? {28'h0, Din[3:0]} : Din; 
	integer i;
	always @(posedge clk) begin
		if(reset) begin
			state <= 0; 
			for(i = 0; i < 3; i = i+1) mem[i] <= 0;
			_IRQ <= 0;
		end
		else if(WE) begin
			mem[Addr[3:2]] <= load;
		end
		else begin
			case(state)
				2'b00 : if(mem[0][0]) begin
					state <= 2'b01;
					_IRQ <= 1'b0;
				end
				2'b01 : begin
					mem[2] <= mem[1];
					state <= 2'b10;
				end
				2'b10  : 
					if(mem[0][0]) begin
						if(mem[2] > 1) mem[2] <= mem[2]-1;
						else begin
							mem[2] <= 0;
							state <= 2'b11;
							_IRQ <= 1'b1;
						end
					end
					else state <= 2'b00;
				default : begin
					if(mem[0][2:1] == 2'b00) mem[0][0] <= 1'b0;
					else _IRQ <= 1'b0;
					state <= 2'b00;
				end
			endcase
		end
	end
endmodule

===== run.sh =====
#!/bin/bash
# OpenROAD 26Q1-2900-gdf79404cd8, Yosys 0.63+post, stock flow scripts
make -C /OpenROAD-flow-scripts/flow DESIGN_CONFIG=/design/flow/config.mk WORK_HOME=/design/flow/orfs finish

===== config.mk =====
export PLATFORM = sky130hd
export DESIGN_NAME = TC
export DESIGN_NICKNAME = TC
export VERILOG_FILES = /design/flow/design.v
export SDC_FILE = /design/flow/constraint.sdc
export NUM_CORES = 4
export LEC_CHECK = 1
export CORE_UTILIZATION = 30

===== constraint.sdc =====
current_design TC

set clk_period 5.9
set clk_io_pct 0.2

create_clock -name clk0 -period $clk_period [get_ports {clk}]

set non_clock_inputs [all_inputs -no_clocks]
set_input_delay [expr $clk_period * $clk_io_pct] -clock clk0 $non_clock_inputs
set_output_delay [expr $clk_period * $clk_io_pct] -clock clk0 [all_outputs]

==> notes.md <==
Flow results.

- The depth of the worst hold-timing path is 2.
- The launch point of the worst hold path is state[3].
- The synthesis report lists the Yosys warning total as 1.
- For reference, the final report shows the hold violation count at 0.
- In this run the cell area of the synthesized design comes to 6800 µm².
- Sequential cells were found to cover 58.0% of the synthesized design area.
- Data arrives at the worst endpoint at 2.92 ns.
- The slowest stage cell on the critical path is mux4_2.
- The post-route netlist has 15.2% of its cells at a drive strength greater than 1.
- After floorplanning, the core was sized to cover 22000 µm².
- The site row count is 54.
- The total clock buffers created by CTS is 17.
- The die span in x is 153 µm.
- The share of Yosys cell area claimed by the top area cell type is 56.6%.
- For hold timing, the worst endpoint is state[3].
- Per the detail_route log, the uppermost layer with routed signals is met4.
- The max-cap check violation count is 0.
- The pin count of the biggest net entering global routing is 38.
- The via total after detailed routing is 4986.
- The smallest hold slack is 0.442 ns.
- The number of post-CTS setup repair buffers is 0.
- The run finished with clean final reports.
- After detailed placement, the design holds a cell count of 908.
- The end of the worst register-to-register path is mem[1][0].
- The total tool warning count is 54.
- The total routed wire length on the met1 layer is 7250 µm.
- The synthesized netlist was found by Yosys to have 552 cells.
- The core utilization at floorplan is 30.9%.
- Global routing consumed, over all layers together, 17.3% of the routing resources.
- The die covers 23300 µm².
- The post-synthesis sequential element count is 133.
- Wire segments on met2 add up to 8560 µm in the final route.
- The post-synthesis average cell area is 12.3 µm².
- The largest fanout on the critical path is 37.
- The count of endpoints failing setup in the final report is 0.
- The first global-routing pass estimated 29100 µm of wire.
- The worst min-delay path class is reg -> reg.
- Per the synthesis report, the XOR/XNOR share of the synthesized area is 3.48%.
- The worst register-to-register path begins at mem[0][0].
- For the worst setup path, the data required time is 4.72 ns.
- The mean number of vias per cell is 5.30.
- The script parses the final routing iteration and logs DRC violations as 0.
- Traced cell by cell, the critical path runs through buf_2 > buf_4 > mux4_2 > clkdlybuf4s50_1.
- Per STA, the worst path accumulates the most delay in the family buffers and inverters.
- The highest clock rate this design can be run at is 244 MHz.
- The biggest area consumer among synthesized cells is edfxtp_1.
- The worst setup slack after layout is 1.80 ns.
- The clock slew seen by the registers of the worst setup and hold paths is 0.06 ns.
- Of all flip-flops after synthesis, the portion carrying an async set or reset was 0%.
- The final layout report lists a filler cell count of 2116.
- The total cell area reported by yosys after synthesis is 6800 µm².
- The setup TNS is 0 ns.
- The clock insertion delay at the later pin of the skew report is 0.42 ns.
- The total of hold buffers inserted after clock tree synthesis is 0.
- Wires add up to 18400 µm.
- Per the synth stats, the flop cell with the highest instance count is edfxtp_1.
- From bottom edge to top edge, the die measures 153 µm.
- According to the report, the first pass of detailed routing completed in 16 iterations.
- During placement, the flow inserted port buffers numbering 69.
- At the end of routability-driven placement, the weighted congestion stood at 0.816.
- The CTS tree is done.
- The synthesized-area fraction occupied by ao, oa, aoi and oai cells is 6.02%.
- The script extracted a total leakage power of 0.00312 µW.
- The synthesized design contains 128 enable-type register cells.
- The script computed a power per unit cell area of 284 nW/µm².
- The global route total overflow is 0.
- The gate-level netlist out of Yosys references 54 unique cell types.
- The sink count of the clock tree is 133.
- Of the total synthesized cell area, the portion taken by full adders, half adders and majority gates is 0.368%.
- The clock H-tree reported by CTS has 4 levels.
- The headroom to the max-slew limit is 44.3%.
- The delay of the slowest cell on the worst path is 0.63 ns.
- The worst setup path is of the in -> out kind.
- The I/O pin total is 98.
- The average routed wire per standard cell is 19.5 µm.
- Yosys reports the multiplexer fraction of the synthesized area as 10.8%.
- The number of cells on the worst reg-to-reg path is 6.
- The top logic cell family in the synthesized netlist is simple AND/OR/NAND/NOR gates.
- The endpoint class of the critical path is an output pin.
- The worst register-to-register path has a setup slack of 2.99 ns.
- Across the VDD grid, the largest voltage drop is 0.179 mV.
- In the synthesized netlist, the number of instances is 552.
- The report lists the number of cells resized after CTS as 0.
- The total power is 2420 µW.
- In the detailed route, the total length drawn on met3 is 2080 µm.
- The launching element type of the critical path is an input pin.
- The maximum clock insertion buffer count is 2.
- The final period utilization is 69.6%.
- The final timing report derives a shortest allowable period of 4.10 ns.
- Of the total synthesized cell area, the portion taken by AND, OR, NAND and NOR gates is 18.7%.
- The number of buffers and inverters on the critical path is 3.
- The post-place setup slack is 1.61 ns.
- The DRC marker count from the first detailed-route iteration is 300.
- The main area contributors are edfxtp_1, mux4_2, nor2_1.
- The number of antenna violations at the first check in global routing was 0.
- The via count of the first global-routing pass is 5111.
- The total count of max-transition violations in the final report is 0.
- Setup repair after global routing left no endpoint under its margin.
- The HPWL after detailed placement is 11800 µm.
- The routed design ends up with an antenna cell count of 0.
- The final setup skew is 0.00810 ns.
- The count of nets left with antenna violations after detail routing is 0.
- Clock tree synthesis selected as its root buffer the cell clkbuf_16.
- The relative area change from synthesis to final layout is 25.4%.
- The transition time at the pin with the least slew margin is 0.825 ns.
- For this run, the number of standard cells in the final layout without fillers is 940.
==> power breakdown <==
part / switching (µW) / internal [µW]
Combinational: 127 / 135
Sequential: 31.9 / 1100
Clock: 380 / 652
==> per-layer routing <==
layer / vias to the layer above / track usage (%)
li1: 2269 / -
met1: 2388 / 24.4
met2: 295 / 26.2
met3: 34 / 7.71
met4: 0 / 3.32
met5: - / 0
==> cell usage in the layout, fill, tap and decap left out, types with 3 or more instances in the layout <==
cell type          n
edfxtp_1         128
nor2_1            81
clkdlybuf4s50_1   67
nand2_1           43
mux4_2            32
nand3_1           30
conb_1            28
nor3_1            23
a21oi_1           20
xor2_1            19
clkbuf_16         17
buf_4             17
and2_1            14
and3_1            12
nor4_1            11
a221oi_1           9
inv_1              8
xnor2_1            8
nor4_2             6
or4_1              6
or3_1              6
or2_2              5
dfxtp_1            5
clkinv_2           5
nand4_1            4
nand2b_1           3
o21ai_0            3
o211ai_1           3
clkbuf_8           3
clkbuf_1           3
==> per-stage QoR <==
step	instance area (µm²)	util [%]
floorplan	6900	-
global placement	7940	36.1
detailed placement	7940	36.1
CTS	8520	38.7
global route	8520	38.7
finish	8520	38.7
==> logic make-up (layout without fill, tap and decap cells) <==
group,Yosys count,count (layout)
buffers and inverters,45,126
DFF,133,133
and+or+nand+nor,253,253
adders and majority gates,2,2
AOI/OAI and AO/OA,58,58
xor gates and xnor gates,27,27
other,1,28
muxes,33,33
==> registers in the layout, indices dropped and copies added, names as in the netlist <==
signal	flops
_IRQ	1
mem	128
state	4
==> worst reg2reg max path: cells and delay by family, from the launching register on <==
family	cells	cell delay, ns
and+or+nand+nor	3	0.91
buffers and inverters	1	0.40
DFF	1	0.49
AOI/OAI and AO/OA	2	0.83
==> synthesized netlist by cell type, types with 12 or more instances <==
cell type and number:
nand2_1 43, nor2_1 81, and3_1 12, and2_1 14, mux4_2 32, xor2_1 19, edfxtp_1 128, nor4_1 13
a21oi_1 20, clkbuf_1 31, nor3_1 24, nand3_1 30
==> how the worst max path moves through the flow <==
| stage | start | end | slack [ns] | depth (start not counted) |
|---|---|---|---|---|
| global route | Addr[2] | Dout[31] | 1.63 | 4 |
| finish | Addr[2] | Dout[14] | 1.80 | 4 |
| CTS | Addr[2] | Dout[14] | 1.73 | 4 |
==> area by class of cell <==
cell class                      instances  area, µm²  area share [%]
Sequential cell                       133       3940            46.3
Multi-Input combinational cell        401       2810            33.0
Timing Repair Buffer                   86        808            9.48
Clock buffer                           23        478            5.61
Tap cell                              280        350            4.11
Clock inverter                          9        101            1.19
Inverter                                8       30.0           0.352
Power figures rest on the tool's default switching activity, not on a simulated workload.
