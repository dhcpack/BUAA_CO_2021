==> /design/flow/design.v <==
`timescale 1ns/1ps
module ControlUnit(
		input [31:0] currentCommand,
		output [1:0] extendMoodInID,
		output [1:0] aluInputSelectInID,
		output [3:0] aluOperationInID,
		output cuOverFlowInID,
		output cuRegBranchInID,
		output cuDmBranchInID,
		output [3:0] cmpOperationInID,
		output memWriteEnabledInID,
		output [3:0] loadWriteMoodInID,
		output [1:0] regDstSelectInID,
		output regWriteEnabledInID,
		output regConditionMoveInID,
		output dmConditionMoveInID,
		output [1:0] pcControlInID,
		output [5:0] dataToRegSelectInID,
		output [2:0] tUseOf2521InID,
		output [2:0] tUseOf2016InID,
		output [2:0] tNewInID
	);
	wire [41:0] packedControl,judgeByUpperSix;
	wire [41:0] judgeByLowerSix,judgeByMiddleFive;
	assign extendMoodInID=packedControl[41:40];
	assign aluInputSelectInID=packedControl[39:38];
	assign aluOperationInID=packedControl[37:34];
	assign cuOverFlowInID=packedControl[33];
	assign cuRegBranchInID=packedControl[32];
	assign cuDmBranchInID=packedControl[31];
	assign cmpOperationInID=packedControl[30:27];
	assign memWriteEnabledInID=packedControl[26];
	assign loadWriteMoodInID=packedControl[25:22];
	assign regDstSelectInID=packedControl[21:20];
	assign regWriteEnabledInID=packedControl[19];
	assign regConditionMoveInID=packedControl[18];
	assign dmConditionMoveInID=packedControl[17];
	assign pcControlInID=packedControl[16:15];
	assign dataToRegSelectInID=packedControl[14:9];
	assign tUseOf2521InID=packedControl[8:6];
	assign tUseOf2016InID=packedControl[5:3];
	assign tNewInID=packedControl[2:0];
	assign packedControl=(|currentCommand)?
		(currentCommand[31:26]==0)?judgeByLowerSix:
		(currentCommand[31:26]==1)?judgeByMiddleFive:
		judgeByUpperSix:42'b0;
	assign judgeByUpperSix=(currentCommand[31:26]==6'b100011)?(42'h058000E029C):
		(currentCommand[31:26]==6'b101011)?(42'h05804000098):
		(currentCommand[31:26]==6'b100000)?(42'h058014E029C):
		(currentCommand[31:26]==6'b100100)?(42'h058010E029C):
		(currentCommand[31:26]==6'b101000)?(42'h05805000098):
		(currentCommand[31:26]==6'b100001)?(42'h05800CE029C):
		(currentCommand[31:26]==6'b100101)?(42'h058008E029C):
		(currentCommand[31:26]==6'b101001)?(42'h05804800098):
		(currentCommand[31:26]==6'b000100)?(42'h00100008048):
		(currentCommand[31:26]==6'b000101)?(42'h00108008048):
		(currentCommand[31:26]==6'b000111)?(42'h00118008078):
		(currentCommand[31:26]==6'b000110)?(42'h00120008078):
		(currentCommand[31:26]==6'b001000)?(42'h05A000E08BB):
		(currentCommand[31:26]==6'b001001)?(42'h058000E08BB):
		(currentCommand[31:26]==6'b001100)?(42'h140000E08BB):
		(currentCommand[31:26]==6'b001101)?(42'h144000E08BB):
		(currentCommand[31:26]==6'b001110)?(42'h14C000E08BB):
		(currentCommand[31:26]==6'b001111)?(42'h300000E41FA):
		(currentCommand[31:26]==6'b001010)?(42'h050000E08BB):
		(currentCommand[31:26]==6'b001011)?(42'h054000E08BB):
		(currentCommand[31:26]==6'b000010)?(42'h000000101F8):
		(currentCommand[31:26]==6'b000011)?(42'h000002F01FA):
		(currentCommand[31:26]==6'b111110)?(42'h058A96D809C):
		(currentCommand[31:26]==6'b111111)?(42'h058916D809C):42'h0;
	assign judgeByLowerSix=(currentCommand[5:0]==6'b100000)?(42'h01A001E0893):
		(currentCommand[5:0]==6'b100001)?(42'h018001E0893):
		(currentCommand[5:0]==6'b100010)?(42'h01E001E0893):
		(currentCommand[5:0]==6'b100011)?(42'h01C001E0893):
		(currentCommand[5:0]==6'b100100)?(42'h000001E0893):
		(currentCommand[5:0]==6'b100101)?(42'h004001E0893):
		(currentCommand[5:0]==6'b101010)?(42'h010001E0893):
		(currentCommand[5:0]==6'b100111)?(42'h008001E0893):
		(currentCommand[5:0]==6'b100110)?(42'h00C001E0893):
		(currentCommand[5:0]==6'b000000)?(42'h2A0001E09D3):
		(currentCommand[5:0]==6'b000010)?(42'h2A4001E09D3):
		(currentCommand[5:0]==6'b000011)?(42'h2A8001E09D3):
		(currentCommand[5:0]==6'b000100)?(42'h020001E0893):
		(currentCommand[5:0]==6'b000110)?(42'h024001E0893):
		(currentCommand[5:0]==6'b000111)?(42'h028001E0893):
		(currentCommand[5:0]==6'b101011)?(42'h014001E0893):
		(currentCommand[5:0]==6'b001000)?(42'h00000018078):
		(currentCommand[5:0]==6'b001001)?(42'h000001F807A):
		(currentCommand[5:0]==6'b001010)?(42'h000601A21CA):
		(currentCommand[5:0]==6'b001011)?(42'h000681A21CA):
		(currentCommand[5:0]==6'b111000)?(42'h001281B804A):
		(currentCommand[5:0]==6'b111001)?(42'h001101B804A):42'h0;
	assign judgeByMiddleFive=(currentCommand[20:16]==5'b00000)?(42'h00128008078):
		(currentCommand[20:16]==5'b00001)?(42'h00110008078):
		(currentCommand[20:16]==5'b10000)?(42'h001282A807A):
		(currentCommand[20:16]==5'b10001)?(42'h001102A807A):42'h0;
endmodule
==> /design/flow/run.sh <==
#!/bin/bash
# OpenROAD 26Q1-2900-gdf79404cd8, Yosys 0.63+post, stock flow scripts
make -C /OpenROAD-flow-scripts/flow DESIGN_CONFIG=/design/flow/config.mk WORK_HOME=/design/flow/orfs finish
==> /design/flow/config.mk <==
export PLATFORM = sky130hd
export DESIGN_NAME = ControlUnit
export DESIGN_NICKNAME = ControlUnit
export VERILOG_FILES = /design/flow/design.v
export SDC_FILE = /design/flow/constraint.sdc
export NUM_CORES = 4
export LEC_CHECK = 1
export CORE_AREA = 10 10 95 95
export DIE_AREA = 0 0 105 105
==> /design/flow/constraint.sdc <==
current_design ControlUnit

set clk_period 4.4
set clk_io_pct 0.2

create_clock -name clk0 -period $clk_period

set non_clock_inputs [all_inputs -no_clocks]
set_input_delay [expr $clk_period * $clk_io_pct] -clock clk0 $non_clock_inputs
set_output_delay [expr $clk_period * $clk_io_pct] -clock clk0 [all_outputs]
==> reports/results.tsv <==
metric	value	unit
top_logic_kind	simple AND/OR/NAND/NOR gates	
top_cell_area_share	8.63	%
dp_cells	383	
cts_resized	0	
syn_to_final_growth	54.2	%
drt_wl_total	5820	µm
critPathCapture	tNewInID[1]	
rsz0062_at_grt	no	
antennaDiodeCount	0	
fin_total_pwr	0.163	mW
syn_inst	227	
max-cap-violations	0	
antenna_found_initial	0	
slew_headroom	67.1	%
yosysWarnings	0	
dieHeight	105	µm
grt_pass1_vias	1858	
drc	0	
synth-simple-area-share	50.6	%
rows	30	
power_leakage	0.730	nW
final_cells	383	
avgSynthCellArea	6.13	µm²
hpwl	4950	µm
crit_path_start_kind	input port	
holdCritStartpoint	currentCommand[29]	
grt_max_degree	25	
seq_area	0	µm²
design.seq.count	0	
run_status	finished, final reports clean	
max_freq	241	MHz
grt-ovfl-total	0	
muxShareOfSynthArea	0	%
detailed_place.area	0.00215	mm²
ant_nets	0	
synth.distinct_cells	60	
setup_viol	0	
nClkBuffers	0	
core_area	0.00691	mm²
die_w	105	µm
synth_adder_area_share	0	%
numPortBuffers	71	
final.period_utilization	94.4	%
hp-class	in -> out	
peakVddDrop	22.8	µV
finalInstanceArea	0.00215	mm²
drive_above_1_share	13.9	%
cellPowerDensity	76.0	mW/mm²
cp_max_fo	12	
syn_area	0.00139	mm²
slew_viol_final	0	
drt_pass1_iterations	4	
crit_type	in -> out	
drt_iter0_drc	210	
aoi_share	36.2	%
cts_hold_buf	0	
hold_slack	2.86	ns
final_hold_viol_count	0	
synth-seq-area-share	0	%
fin_setup_tns	0	ns
grt_pass1_wl	9380	µm
synth-xor-area-share	1.26	%
yosys_cells	227	
warnings	32	
fin_crit	4.15	ns
ys_area	0.00139	mm²
post_cts_buffers	0	
fp_util	20.2	%
cp-startpoint	currentCommand[3]	
wl_per_cell	15.2	µm
via_per_inst	4.79	
ys_top_cells_by_count	nand2_1 (25), nor2_1 (25), a21oi_1 (24)	
die-area	0.0110	mm²
vias	1836	
worst_pin_slew	0.489	ns
worstSetupEndpointType	output pin	
place_ws	0.268	ns
cp.required	3.52	ns
top_cells_by_area	a21oi_1 (8.6%), o21ai_0 (7.9%), nand2_1 (6.7%)	
arrival	3.27	ns
top_area_cell	a21oi_1	
ios	74	
final_util	31.1	%
grt_usage	9.88	%
gp_congestion	0.959	
setup_ws	0.247	ns
[power by group]
| part | internal [mW] | switching (mW) |
|---|---|---|
| sequential | 0 | 0 |
| combinational | 0.0863 | 0.0769 |
| clock | 0 | 0 |
[routing by layer]
layer	routed length (µm)	vias up	GRT usage, %
met3	439	0	2.42
met4	0	0	0.294
met5	0	-	0
met2	2660	64	16.1
met1	2720	827	13.6
li1	-	945	-
[layout make-up]
cell class	count	area [µm²]
Inverter	3	11.3
Multi-Input combinational cell	204	1240
Timing Repair Buffer	80	778
Fill cell	770	4760
Tap cell	96	120
[worst min-delay path by stage]
| stage | endpoint | slack (ns) | depth (start not counted) |
|---|---|---|---|
| after CTS | dataToRegSelectInID[0] | 2.87 | 3 |
| after global routing | dataToRegSelectInID[0] | 2.90 | 3 |
| final | dataToRegSelectInID[0] | 2.86 | 3 |
[logic make-up (layout without fill, tap and decap cells)]
family	count (synthesis)	after routing
XOR/XNOR	2	2
AND/OR/NAND/NOR	121	121
buffers and inverters	25	83
other	1	3
AND-OR/OR-AND	78	78
[cell usage in the layout (no fill, tap or decap), drive strengths merged, types with 4 or more instances in the layout]
| cell type | instances |
|---|---|
| a21oi | 24 |
| buf | 9 |
| clkdlybuf4s50 | 71 |
| nand2 | 26 |
| nand2b | 12 |
| nand3 | 5 |
| nor2 | 33 |
| nor3 | 11 |
| nor4 | 6 |
| o21ai | 24 |
| or2 | 4 |
[worst max-delay path: stages]
cell	delay [ns]
clkdlybuf4s50_1	0.69
or3b_2	0.51
nor2_2	0.14
nor3_1	0.09
o21ai_1	0.25
o2111a_1	0.23
clkdlybuf4s50_1	0.48
