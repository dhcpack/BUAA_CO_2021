## ./config.mk

```make
export PLATFORM = sky130hd
export DESIGN_NAME = timecounter
export DESIGN_NICKNAME = timecounter
export VERILOG_FILES = /design/flow/design.v
export SDC_FILE = /design/flow/constraint.sdc
export NUM_CORES = 4
export LEC_CHECK = 1
export CORE_UTILIZATION = 40
```

## ./constraint.sdc

```tcl
current_design timecounter

set clk_period 5.9
set clk_io_pct 0.2

create_clock -name clk0 -period $clk_period [get_ports {clk}]

set non_clock_inputs [all_inputs -no_clocks]
set_input_delay [expr $clk_period * $clk_io_pct] -clock clk0 $non_clock_inputs
set_output_delay [expr $clk_period * $clk_io_pct] -clock clk0 [all_outputs]
```

## ./design.v

```verilog
`timescale 1ns / 1ps
module timecounter(
    input clk,
    input reset,
    input [31:2] addr,
    input we,
    input [31:0] Din,
    output [31:0] Dout,
    output IRQ
    );
	reg [1:0] state;
	reg [31:0] mem [2:0];
	reg _IRQ;
	assign IRQ = mem[0][3] & _IRQ; 
	assign Dout = mem[addr[3:2]];
	wire [31:0] load = addr[3:2] == 0 ? {28'h0, Din[3:0]} : Din;
	integer i;
	always @(posedge clk) begin
		if(reset) begin
			state <= 0; 
			for(i = 0; i < 3; i = i+1) mem[i] <= 0;
			_IRQ <= 0;
		end
		else if(we) begin
			mem[addr[3:2]] <= load;
		end
		else begin
			case(state)
				2'b00 : if(mem[0][0]) begin
					state <= 2'b01;
					_IRQ <= 1'b0;
				end
				2'b01 : begin
					mem[2] <= mem[1];
					state <= 2'b10;
				end
				2'b10  : 
					if(mem[0][0]) begin
						if(mem[2] > 1) mem[2] <= mem[2]-1;
						else begin
							mem[2] <= 0;
							state <= 2'b11;
							_IRQ <= 1'b1;
						end
					end
					else state <= 2'b00;
				default : begin
					if(mem[0][2:1] == 2'b00) mem[0][0] <= 1'b0;
					else _IRQ <= 1'b0;
					state <= 2'b00;
				end
			endcase
		end
	end
endmodule
```

## ./run.sh

```bash
#!/bin/bash
# OpenROAD 26Q1-2900-gdf79404cd8, Yosys 0.63+post, stock flow scripts
make -C /OpenROAD-flow-scripts/flow DESIGN_CONFIG=/design/flow/config.mk WORK_HOME=/design/flow/orfs finish
```

==> impl_summary.log <==
[report] extracting results
INFO  metric outcome = finished, final reports clean
INFO  metric fin_clk_skew = 0.00626 ns
INFO  metric viasPerCell = 5.58
INFO  metric fin_total_pwr = 2.49 mW
INFO  metric topCombFamilyByArea = simple AND/OR/NAND/NOR gates
INFO  metric placement_rows = 47
INFO  metric worst-path-stages = 4
INFO  metric timing.fmax = 0.231 GHz
INFO  metric ctsHtreeMaxLevel = 4
INFO  metric drc = 0
INFO  metric routed_wire_length_per_instance = 20.9 µm
INFO  metric dr_pass1_iterations = 4
INFO  metric crit_path_end_kind = output port
INFO  metric critPathTopFamily = buffers and inverters
INFO  metric timing.critical_path.from_type = primary input
INFO  metric xor_area_share = 3.48%
INFO  metric portBuffers = 69
INFO  metric post-dp-hpwl = 11300 µm
INFO  metric synthesis.area_per_instance = 12.3 µm²
INFO  metric fp-utilization = 41.0%
INFO  metric routed_wl = 18400 µm
INFO  metric final-hold-violation-count = 0
INFO  metric cts_buffers = 17
INFO  metric core_box_area = 16600 µm²
INFO  metric gr-total-overflow = 0
INFO  metric crit_slowest_cell = sky130_fd_sc_hd__mux4_2
INFO  metric most_common_cell = sky130_fd_sc_hd__edfxtp_1
INFO  metric count_of_library_flops_with_an_enable_pin = 128
INFO  metric grt_start_max_net_pins = 34
INFO  metric placed_cells = 850
INFO  metric period_used_share = 73.4%
INFO  metric setup_tns = 0 ns
INFO  metric clkSlewWorstSetupHoldPaths = 0.06 ns
INFO  metric critical_path.n_buffers_inverters = 3
INFO  metric cts_root_buf = sky130_fd_sc_hd__clkbuf_16
INFO  metric clock_tree.buffer_depth = 2
INFO  metric clock_tree_from_tritoncts = done
INFO  metric yosys_area = 6800 µm²
INFO  metric grt_pass1_wl = 28900 µm
INFO  metric final_cell_area = 8510 µm²
INFO  metric antenna_found_initial = 0
INFO  metric die_width = 132 µm
INFO  metric synth.area.top_cells = sky130_fd_sc_hd__edfxtp_1, sky130_fd_sc_hd__mux4_2, sky130_fd_sc_hd__nor2_1
INFO  metric leakage = 3.14 nW
INFO  metric max_stage_delay = 0.61 ns
INFO  metric cts.sink_count = 133
INFO  metric ctsResizeCount = 0
INFO  metric vdd.ir_drop.worst = 209 µV
INFO  metric timing.final.max_slew_violations = 0
INFO  metric cp.arrival = 3.15 ns
INFO  metric drt_iter0_drc = 324
INFO  metric worst_pin_slew = 0.859 ns
INFO  metric critical_path_cell_by_cell = buf_2 -> buf_4 -> mux4_2 -> clkdlybuf4s50_1
INFO  metric numSynthFlops = 133
INFO  metric synth_sequential_area_ratio = 58.0%
INFO  metric first_global_vias = 5218
INFO  metric synth_cells = 552
INFO  metric final_period_minus_worst_setup_slack = 4.33 ns
INFO  metric worstSetupPathType = primary input to output port
INFO  metric aoi_share = 6.02%
INFO  metric post-cts-setup-buffers = 0
INFO  metric via_count = 4922
INFO  metric layout-drive-gt1-share = 15.6%
INFO  metric yosysWarnings = 1
INFO  metric grt_use_total = 23.7%
INFO  metric worstHoldPathCells = 2
INFO  metric final_setup_violation_count = 0
INFO  metric worst-endpoint-required = 4.72 ns
INFO  metric final_cells = 882
INFO  metric synth_area_leader_cell = sky130_fd_sc_hd__edfxtp_1
INFO  metric synth.lib_cells_used.distinct = 54
INFO  metric postPlaceCellArea = 7900 µm²
INFO  metric asyncSetResetFlopFracSynth = 0%
INFO  metric final_antenna_diode_count = 0
INFO  metric simple_gate_share = 18.7%
INFO  metric num_io_pins = 98
INFO  metric place.gp.congestion = 0.841
INFO  metric area.growth.synth_to_final = 25.2%
INFO  metric reg2reg_depth = 6
INFO  metric dominantRegCellSynth = sky130_fd_sc_hd__edfxtp_1
INFO  metric openroad.warnings = 54
INFO  metric hold_class = flop to flop
INFO  metric max_cap_violations = 0
INFO  metric yosys-top-cells-count = sky130_fd_sc_hd__edfxtp_1, sky130_fd_sc_hd__nor2_1, sky130_fd_sc_hd__nand2_1, sky130_fd_sc_hd__mux4_2, sky130_fd_sc_hd__clkbuf_1
INFO  metric timing.slew.headroom = 42.8%
INFO  metric power.density_cell_area = 292 nW/µm²
INFO  metric post_synthesis_cell_area = 6800 µm²
INFO  metric die_area = 17500 µm²
INFO  metric unrepaired_setup_endpoints_after_global_routing = no
INFO  metric top_cell_area_share = 56.6%
INFO  metric die_y = 132 µm
INFO  metric final_antenna_net_count = 0
INFO  metric ys_sh_mux = 10.8%
INFO  metric yosysCellCount = 552
INFO  metric synth.cellmix.adderShare = 0.368%
INFO  metric cts-hold-fix-buffers = 0
INFO  metric critical_path_peak_fanout = 24
INFO  metric clkLatencyLatePin = 0.42 ns
## worst register-to-register path: cells and delay by family (launching register included)
family | cells | cell delay (ns)
AND-OR/OR-AND | 1 | 0.32
XOR/XNOR | 1 | 0.13
flip-flops | 1 | 0.45
AND/OR/NAND/NOR | 4 | 1.62
## stage by stage
| step | hold slack (ns) | util [%] | setup slack [ns] |
|---|---|---|---|
| 5_1_grt | 0.488 | 51.3 | 1.40 |
| 4_1_cts | 0.448 | 51.3 | 1.50 |
| 3_5_place_dp | 0.439 | 47.6 | 1.51 |
| 2_1_floorplan | 0.423 | - | 1.09 |
| 3_3_place_gp | 0.438 | 47.6 | 1.51 |
| 6_report | 0.442 | 51.3 | 1.57 |
## report_power, final
group | internal (mW) | switching [mW]
sequential | 1.10 | 0.0316
combinational | 0.137 | 0.128
clock | 0.700 | 0.393
total | 1.93 | 0.553
## final cells by class
type,instances,area (µm²)
inverter,8,30.0
clock inverter,15,188
clock buffer,17,425
timing repair buffer,88,836
multi-input combinational,401,2810
sequential,133,3940
tap,220,275
fill,1426,8070
## registers in the layout, indices dropped and copies added (netlist names)
| register | cells |
|---|---|
| _IRQ | 1 |
| mem | 128 |
| state | 4 |
## cells in the final DEF (no fill, tap or decap), drive strengths merged, types with 3 or more instances in the layout
cell type and n:
edfxtp 128, nor2 82, clkdlybuf4s50 67, nand2 43, mux4 32, nand3 30, conb 28, nor3 24
buf 21, a21oi 20, xor2 19, nor4 18, clkbuf 17, and2 14, and3 12, a221oi 9
inv 8, xnor2 8, clkinv 8, or4 6, or3 6, or2 6, o21ai 6, dfxtp 5
nand4 4, bufinv 4, a31oi 4, nand2b 3, o211ai 3, clkinvlp 3
## metal layers
layer	up-vias	part of all wire [%]	global-route usage [%]
met5	-	0	0
met2	264	48	35.2
met4	0	1.1	3.45
li1	2277	-	-
met1	2366	41	35.2
met3	15	10	10.7
## cell families (layout without fill, tap and decap cells)
family / Yosys count / in the layout
flip-flops: 133 / 133
adder cells (fa/ha/maj): 2 / 2
XOR/XNOR: 27 / 27
multiplexers: 33 / 33
AND-OR/OR-AND: 58 / 58
AND/OR/NAND/NOR: 253 / 253
buffers and inverters: 45 / 128
other: 1 / 28
## worst paths after layout
check,from,to,slack (ns)
max,addr[2],Dout[14],1.57
min,state[3],state[3],0.44
min reg2reg,state[3],state[3],0.44
max reg2reg,mem[2][5],mem[2][28],3.12
Power is estimated from default activity; no workload was simulated.
